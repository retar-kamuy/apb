===== config.mk =====
export PLATFORM = sky130hd
export DESIGN_NAME = apb
export DESIGN_NICKNAME = apb
export VERILOG_FILES = /design/flow/design.v
export SDC_FILE = /design/flow/constraint.sdc
export NUM_CORES = 4
export LEC_CHECK = 1
export CORE_UTILIZATION = 40

===== constraint.sdc =====
current_design apb

set clk_period 3.4
set clk_io_pct 0.2

create_clock -name clk0 -period $clk_period [get_ports {pclk}]

set non_clock_inputs [all_inputs -no_clocks]
set_input_delay [expr $clk_period * $clk_io_pct] -clock clk0 $non_clock_inputs
set_output_delay [expr $clk_period * $clk_io_pct] -clock clk0 [all_outputs]

===== design.v =====
module apb #(
  parameter ADDR_WIDTH = 32,
  parameter DATA_WIDTH = 32
) (
  input                             pclk,
  input                             presetn,
  output  logic [ADDR_WIDTH-1:0]    paddr,
  output  logic [2:0]               pprot,
  output  logic                     pnse,
  output  logic                     psel,
  output  logic                     penable,
  output  logic                     pwrite,
  output  logic [DATA_WIDTH-1:0]    pwdata,
  output  logic [DATA_WIDTH/8-1:0]  pstrb,
  input                             pready,
  input         [DATA_WIDTH-1:0]    prdata,
  input                             pslverr,
  input                             en,
  input         [DATA_WIDTH/8-1:0]  we,
  input         [DATA_WIDTH-1:0]    addr,
  input         [DATA_WIDTH-1:0]    din,
  output  logic                     busy,
  output  logic [DATA_WIDTH-1:0]    dout,
  output  logic                     err
);
  enum logic [1:0] {
    IDLE = 0,
    SETUP = 1,
    ACCESS = 2
  } state;
  assign pprot = 3'd0;
  assign pnse = 1'd0;
  logic [DATA_WIDTH/8-1:0] pipeline_pwrite;
  logic [DATA_WIDTH-1:0] pipeline_pwdata;
  logic [ADDR_WIDTH-1:0] pipeline_paddr;
  logic [DATA_WIDTH/8-1:0] pipeline_pstrb;
  always_ff @(posedge pclk or negedge presetn)
    if (~presetn) begin
      pipeline_pwrite <= (DATA_WIDTH/8)'(1'd0);
      pipeline_pwdata <= DATA_WIDTH'(1'd0);
      pipeline_paddr <= ADDR_WIDTH'(1'd0);
      pipeline_pstrb <= (DATA_WIDTH/8)'(1'd0);
    end else
      case (state)
        SETUP: begin
          pipeline_pwrite <= (DATA_WIDTH/8)'(1'd0);
          pipeline_pwdata <= DATA_WIDTH'(1'd0);
          pipeline_paddr <= ADDR_WIDTH'(1'd0);
          pipeline_pstrb <= (DATA_WIDTH/8)'(1'd0);
        end
        ACCESS: begin
          pipeline_pwdata <= DATA_WIDTH'(1'd0);
          pipeline_paddr <= ADDR_WIDTH'(1'd0);
        end
        default: begin   
          pipeline_pwrite <= we;
          pipeline_pwdata <= din;
          pipeline_paddr <= addr;
          pipeline_pstrb <= we;
        end
      endcase
  always_ff @(posedge pclk or negedge presetn)
    if (~presetn) begin
      paddr <= ADDR_WIDTH'(1'd0);
      pwrite <= 1'd0;
      psel <= 1'd0;
      penable <= 1'd0;
      pwdata <= DATA_WIDTH'(1'd0);
      pstrb <= (DATA_WIDTH/8)'(1'd0);
    end else
      case (state)
        SETUP: begin
          paddr <= pipeline_paddr;
          pwrite <= |pipeline_pwrite;
          psel <= 1'd1;
          pwdata <= pipeline_pwdata;
          pstrb <= pipeline_pstrb;
        end
        ACCESS: begin
          if (pready) begin
            psel <= 1'd0;
            penable <= 1'd0;
            pwrite <= 1'd0;
          end
          else begin
            penable <= 1'd1;
          end
        end
        default: begin   
          paddr <= ADDR_WIDTH'(1'd0);
          pwrite <= 1'd0;
          psel <= 1'd0;
          penable <= 1'd0;
          pstrb <= (DATA_WIDTH/8)'(1'd0);
        end
      endcase
  always_ff @(posedge pclk or negedge presetn)
    if (~presetn)
      dout <= DATA_WIDTH'(1'd0);
    else
      if (~(|pipeline_pwrite))
        if (penable & pready)
          dout <= prdata;
  always_ff @(posedge pclk or negedge presetn)
    if (~presetn) begin
      busy <= 1'd0;
      err <= 1'd0;
    end else
      case (state)
        IDLE: begin
          err <= 1'd0;
          if (en)
            busy <= 1'd1;
        end
        ACCESS:
          if (pready) begin
            busy <= 1'd0;
            err <= pslverr;
          end
        default: begin
          busy <= busy;
          err <= err;
        end
      endcase
  always_ff @(posedge pclk or negedge presetn)
    if (~presetn)
      state <= IDLE;
    else
      case (state)
        IDLE:
          if (en)
            state <= SETUP;
        SETUP:
          state <= ACCESS;
        ACCESS:
          if (pready & en)
            state <= SETUP;
          else if (pready)
            state <= IDLE;
        default:
          state <= state;
      endcase
endmodule

===== run.sh =====
#!/bin/bash
# OpenROAD 26Q1-2900-gdf79404cd8, Yosys 0.63+post, stock flow scripts
make -C /OpenROAD-flow-scripts/flow DESIGN_CONFIG=/design/flow/config.mk WORK_HOME=/design/flow/orfs finish

==> impl_metrics.py <==
# Physical implementation metrics
metrics = {
    "route": {
        "wl_met1_um": 6050,
        "wl_met2_um": 6022,
        "routed_via_density": 4.470,
        "wirelength_um": 13450,
        "vias": 4041,
        "routedWlPerCell_um": 14.87,
        "diodes": 0,
        "drt_iter0_drc": 167,
        "routed.top_layer": "met4",
        "dr.pass1.iters": 4,
        "wl_met3_um": 1268,
        "ant_nets": 0,
        "drc": 0,
    },
    "critical_path": {
        "r2r_end": "dout[0]",
        "rr_worst_depth": 4,
        "critPathMaxFanout": 32,
        "crit_end": "dout[0]",
        "worstSetupPathType": "in2reg",
        "cp.arrival_ns": 2.31,
        "cp_data_required_time_ns": 3.70,
        "r2r_start": "pipeline_pstrb[2]",
        "rrSetupSlack_ns": 1.40,
        "crit_path_end_kind": "register",
        "startpoint_type": "input port",
        "crit_path_start": "pready",
    },
    "final_layout": {
        "flop_area_um2": 4408,
        "lay_top_cells": "clkdlybuf4s50_1, dfrtp_1, nand2_1",
        "nFillCells": 1205,
        "design_area_um2": 9389,
        "syn_to_final_growth_pct": 45.45,
        "final_common_cell": "clkdlybuf4s50_1",
        "mi_logic_area_um2": 1859,
        "layout-drive-gt1-share_pct": 16.28,
    },
    "synthesis": {
        "aoi_share_pct": 4.226,
        "xor_area_share_pct": 0,
        "synthMuxAreaShare_pct": 13.08,
        "ys_chip_area_um2": 6455,
        "synth_cell_types": 25,
        "syn_area_per_cell_um2": 13.79,
        "ys_seq_share_pct": 68.25,
        "adder_share_pct": 0,
        "synth-warning-count": 1,
        "ys_top_logic_family": "multiplexers",
        "ys_sh_simple_pct": 11.13,
        "ys_cells": 468,
        "yosysTopAreaCell": "dfrtp_1",
        "synth-seq-cells": 176,
        "top_cell_area_share_pct": 67.84,
        "syn-cell-area_um2": 6455,
        "area_leaders": "dfrtp_1, mux2_4, and2_1",
        "postSynthCellCount": 468,
    },
    "clock_tree": {
        "insertion_delay_ns": 0.41,
        "cts_setup_buffers": 0,
        "cts_resized": 0,
        "cts_tree": "yes",
        "cts_root_buf": "clkbuf_16",
        "cts_htree_levels": 4,
        "clk_transition_reported_paths_ns": 0.06,
        "cts_buffers": 17,
        "clock-sinks": 176,
        "clockBufferDepth": 2,
        "hold_buffers": 0,
    },
    "sta": {
        "max_freq_ghz": 0.4965,
        "period_needed_ns": 2.014,
        "rsz0062_at_grt": "no",
        "hold_viol_final": 0,
        "finalCritPeriodShare_pct": 59.24,
        "finalMaxSlewViolations": 0,
        "setup_tns_ns": 0,
        "finalSetupViolCount": 0,
        "fin_skew_ns": 0.006805,
        "tightest_slew_ns": 0.7127,
        "relSlewSlack_pct": 52.49,
    },
    "floorplan": {
        "coreArea_um2": 15830,
        "die_h_um": 129.0,
        "ios": 214,
        "fp-utilization_pct": 40.78,
        "die_w_um": 129.0,
        "fp-row-count": 46,
        "dieArea_um2": 16650,
    },
    "grt": {
        "grt_pass1_vias": 4075,
        "grt_pass1_wl_um": 21460,
        "track_usage_pct": 17.50,
        "grt-ovfl-total": 0,
        "antenna_found_initial": 0,
        "grt_max_degree": 81,
    },
    "pwr": {
        "p_leak_nw": 4.101,
        "powerDensity_nw_per_um2": 493.1,
        "vdd_drop_max_v": 0.0003490,
        "power_mw": 4.630,
    },
    "placement": {
        "placed_area_um2": 8715,
        "gp_congestion": 0.7456,
        "dp_hpwl_um": 8899,
        "port_buffers": 209,
    },
    "status": {
        "outcome": "finished, final reports clean",
    },
    "min_path": {
        "hold_class": "in2async",
    },
    "run": {
        "max_cap_violations": 0,
        "warning_count": 25,
    },
}
==> final cells by class <==
| cell class | instances | share of cell area, % |
|---|---|---|
| Timing Repair Buffer | 217 | 23.07 |
| Clock inverter | 13 | 2.465 |
| Inverter | 3 | 0.1199 |
| Tap cell | 216 | 2.878 |
| Sequential cell | 176 | 46.95 |
| Multi-Input combinational cell | 260 | 19.80 |
| Clock buffer | 19 | 4.717 |
==> per-layer routing <==
layer  up-vias  track usage, %
li1       1929               -
met1      1951           27.26
met4         0           1.384
met2       154           25.88
met3         7           6.434
met5         -               0
==> cell usage after synthesis <==
cell type	number
buf_1	3
nand2b_1	2
conb_1	1
a22o_1	6
nor2b_1	2
o22ai_1	1
clkbuf_1	15
dfstp_2	1
buf_12	3
o21ai_0	37
nand2_1	70
mux2_2	35
o2bb2ai_1	1
a21oi_1	2
nor2_1	3
and3_1	1
mux2_4	30
buf_4	4
inv_1	3
dfrtp_1	175
nor4_2	1
a22o_2	1
and2_1	64
buf_6	1
buf_2	6
==> power breakdown <==
group | internal [mW] | leakage (nW) | switching, mW
logic | 0.182 | 1.52 | 0.0707
registers | 2.15 | 2.26 | 0.0221
clock network | 1.40 | 0.324 | 0.798
==> state kept, by name (all words and copies together), names as in the netlist, 3 cells and up <==
signal and flops:
pwdata 32, pipeline_pstrb 4, paddr 32, pipeline_paddr 32
pstrb 4, dout 32, state 3, pipeline_pwdata 32
==> stage by stage <==
stage          hold slack [ns]  util, %  setup slack, ns  cells
2_1_floorplan           0.3844        -            1.863    471
3_3_place_gp            0.4508    55.06           0.9792    872
3_5_place_dp            0.4538    55.06           0.9507    872
4_1_cts                 0.3063    59.32            1.355    904
5_1_grt                 0.3343    59.32            1.243    904
6_report                0.2815    59.32            1.386    904
==> cell families (layout without fill, tap and decap cells) <==
family,after synthesis,in the layout
flops,176,176
buf+inv,35,252
simple gates,143,143
mux,65,65
other cells,1,4
compound gates,48,48
==> how the worst min path moves through the flow <==
stage                  endpoint  slack, ns
final                 paddr[25]       0.28
after global routing   dout[11]       0.33
after CTS             paddr[25]       0.31
==> critical path: stages <==
cell	delay, ns
clkdlybuf4s50_1	0.53
and3_2	0.20
buf_4	0.48
mux2_2	0.40
Power is estimated from default activity; no workload was simulated.
